`flow/config.mk`:
```
export PLATFORM = sky130hd
export DESIGN_NAME = interfaceGeral
export DESIGN_NICKNAME = interfaceGeral
export VERILOG_FILES = /design/flow/design.v
export SDC_FILE = /design/flow/constraint.sdc
export NUM_CORES = 4
export LEC_CHECK = 1
export CORE_UTILIZATION = 50
```
`flow/constraint.sdc`:
```
current_design interfaceGeral

set clk_period 16.3
set clk_io_pct 0.2

create_clock -name clk0 -period $clk_period [get_ports {clk}]

set non_clock_inputs [all_inputs -no_clocks]
set_input_delay [expr $clk_period * $clk_io_pct] -clock clk0 $non_clock_inputs
set_output_delay [expr $clk_period * $clk_io_pct] -clock clk0 [all_outputs]
```
`flow/design.v`:
```
module BR(
	input[31:0] DR1_,         
	input[31:0] DJ,           
	input[ 4:0] RA1, RA2,     
	input[ 1:0] EW,           
	input DF,                 
	output[31:0] DR1, DR2,    
	output CFL,               
	input clk                 
);
	reg[31:0] register[31:0];   
	reg[31:0] RF;               
	parameter AJ = 5'b11111;    
	initial begin       
		register[30] <= 32'b00000000000000000000000000000101;   
		register[31] <= 32'b00000000000000000000000000010100;   
	end
	always @(negedge clk) begin
		case(EW)
			2'b01 : RF[0] <= DF;              
			2'b10 : register[AJ] <= DJ;       
			2'b11 : register[RA1] <= DR1_;    
		endcase
	end
	assign DR1 = register[RA1];
	assign DR2 = register[RA2];
	assign CFL = RF[0];
endmodule
module MD(
	input [31:0] AM,   
	input [31:0] DM_,  
	input EW,          
	output[31:0] DM,   
	input clk          
);
	reg[31:0] mem_d[31:0];   
	initial begin
		mem_d[5] = 32'b00000000000000000000000000001001;  
	end
	always @(negedge clk) begin
		case (EW)		
			1'b1 : mem_d[AM] <= DM_;   
		endcase	
	end
	assign DM = mem_d[AM];   
endmodule
module MI(
	input[31:0] I,   
	output[31:0] ID  
	);
	reg[31:0] mem_i[31:0];   
	initial begin
		mem_i[0] = 32'bxxxxxx11111111100000000000001010;
		mem_i[1] = 32'bxxxxxx11111111100000000000001010;
	end
	assign ID = mem_i[I];    
endmodule
module ULAS(
	input[31:0] op1, op2,    
	input[4:0] smt,          
	input[4:0] aluop,        
	output reg [31:0] r1,    
	output reg UF            
	);
	always @* begin
		case(aluop)
			5'b00001 : begin r1 = op1 + op2;    UF = 1'b0; end    
			5'b00010 : begin r1 = op1 - op2;    UF = 1'b0; end    
			5'b00011 : begin r1 = op1 & op2;    UF = 1'b0; end    
			5'b00100 : begin r1 = op1 | op2;    UF = 1'b0; end    
			5'b00101 : begin r1 = ~op1;         UF = 1'b0; end    
			5'b00110 : begin r1 = op1 ^ op2;    UF = 1'b0; end    
			5'b00111 : begin r1 = op1 << smt;   UF = 1'b0; end    
			5'b01000 : begin r1 = op1 >> smt;   UF = 1'b0; end    
			5'b01001 : begin UF = (op1 < op2);  r1 = 32'b0; end   
			5'b01010 : begin UF = (op1 > op2);  r1 = 32'b0; end   
			5'b01011 : begin UF = (op1 == op2); r1 = 32'b0; end   
			5'b01100 : begin UF = (op1 != op2); r1 = 32'b0; end   
			5'b01101 : begin UF = (op1 <= op2); r1 = 32'b0; end   
			5'b01110 : begin UF = (op1 >= op2); r1 = 32'b0; end   
			default  : begin
				r1 = op2;
				UF = 0;
				end
		endcase
	end
endmodule
module interfaceGeral(
	input clk,               
	input[31:0] instr_addr,  
	input immop,             
	input[ 4:0] aluop,       
	input memw,              
	input[ 1:0] regw,         
	input cdataop,           
	input cdatast,	          
	output[31:0] id,         
	output[31:0] outd1,      
	output[31:0] outr1,      
	output[31:0] outdm       
);
	wire[15:0] imm16;
	wire[31:0] imm32;
	reg[31:0] dj;
	reg df;
	wire[31:0] dr1_;
	wire[31:0] dr1, dr2;
	wire cfl;
	wire[31:0] op2;
	reg[ 4:0] smt;
	wire[31:0] r1;
	wire uf;
	wire[31:0] dm;
	MI mi(.I(instr_addr), .ID(id));
	BR br0(.DR1_(dr1_), .DJ(dj), .RA1(id[25:21]), .RA2(id[20:16]), .EW(regw), .DF(df), .DR1(dr1), .DR2(dr2), .CFL(cfl), .clk(clk));
	mux2b16 mximmop(.in0(id[15:0]), .in1(id[20:5]), .c(immop), .out(imm16));
	signExtend signextend0(.in(imm16), .out(imm32));
	mux2b32 mxdataop(.in0(imm32), .in1(dr2), .c0(cdataop),.out(op2));
	ULAS ulas0( .op1(dr1), .op2(op2), .smt(smt), .aluop(aluop), .r1(r1), .UF(uf));
	MD md0(.AM(r1), .DM_(dr2), .EW(memw), .DM(dm), .clk(clk));
	mux2b32 mxdatast(.in0(dm), .in1(r1), .c0(cdatast), .out(dr1_));
	assign outd1 = dr1;
	assign outr1 = r1;
	assign outdm = dm;
endmodule
module mux2b16(
	input[15:0] in0,
	input[15:0] in1,
	input c,
	output[15:0] out
	);
	assign out = (!c)?in0 : in1;
endmodule
module mux2b32(
	input[31:0] in0,
	input[31:0] in1,
	input c0,
	output[31:0] out
);
	assign out = (!c0)?in0 : in1;
endmodule
module signExtend(
	input [15:0] in,
	output[31:0] out
	);
	assign out[31:15] = (in[15] == 1'b1)? 17'b11111111111111111 : 17'b00000000000000000;  
	assign out[14:0] = in[14:0];
endmodule
```
`flow/run.sh`:
```
#!/bin/bash
# OpenROAD 26Q1-2900-gdf79404cd8, Yosys 0.63+post, stock flow scripts
make -C /OpenROAD-flow-scripts/flow DESIGN_CONFIG=/design/flow/config.mk WORK_HOME=/design/flow/orfs finish
```
==> metrics.txt <==
# HELP chip_impl_metric Yosys and OpenROAD flow results
# TYPE chip_impl_metric gauge
chip_impl_info{name="result_of_the_run",value="finished clean"} 1
chip_impl_metric{name="final.hold.worst_slack",unit="ns"} 0.678
chip_impl_metric{name="clockBufferDepth",unit=""} 2
chip_impl_info{name="tritoncts",value="yes"} 1
chip_impl_metric{name="max_cap_viol_count",unit=""} 0
chip_impl_metric{name="maxSlewHeadroom",unit="%"} 40.8
chip_impl_metric{name="syn-mean-instance-area",unit="µm²"} 7.88
chip_impl_metric{name="worst-endpoint-required",unit="ns"} 13.04
chip_impl_metric{name="cts_made_buffers",unit=""} 5
chip_impl_info{name="r2r_end",value="br0.register[31][30]"} 1
chip_impl_metric{name="grtUsageMet2",unit="%"} 43.6
chip_impl_metric{name="overall_overflow_remaining_after_global_route",unit=""} 0
chip_impl_metric{name="fin_tns_setup",unit="ns"} 0
chip_impl_metric{name="late_pin_clk_latency",unit="ns"} 0.37
chip_impl_metric{name="fillers",unit=""} 933
chip_impl_metric{name="stage_log_warnings",unit=""} 123
chip_impl_metric{name="num_rows",unit=""} 37
chip_impl_metric{name="yosys.stat.chipArea",unit="µm²"} 5430
chip_impl_metric{name="r2r_cells",unit=""} 12
chip_impl_metric{name="synth_largest_type_area_fraction",unit="%"} 18.8
chip_impl_metric{name="layout_setup_ws",unit="ns"} 0.695
chip_impl_metric{name="wl_per_cell",unit="µm"} 17.2
chip_impl_info{name="gr-max-usage-layer",value="met2"} 1
chip_impl_metric{name="synth_seq_share",unit="%"} 18.8
chip_impl_metric{name="via_count_normalized_by_instance_count",unit=""} 5.76
chip_impl_metric{name="areaGrowthSynthToFinish",unit="%"} 17.1
chip_impl_metric{name="die_x",unit="µm"} 106
chip_impl_info{name="yosys-top-cells-area",value="edfxtp_1, ha_1, buf_4"} 1
chip_impl_metric{name="async_flop_share",unit="%"} 0
chip_impl_metric{name="grtUsageMet3",unit="%"} 7.00
chip_impl_metric{name="register_area",unit="µm²"} 1020
chip_impl_info{name="setup.worst_path.start_class",value="flop"} 1
chip_impl_metric{name="core_area",unit="µm²"} 10400
chip_impl_metric{name="power_leakage",unit="nW"} 2.83
chip_impl_metric{name="layout.cells.non_filler",unit=""} 927
chip_impl_metric{name="antenna_cells_inserted",unit=""} 0
chip_impl_metric{name="tightestPinTransition",unit="ns"} 0.886
chip_impl_info{name="end_kind",value="primary output"} 1
chip_impl_metric{name="htree_levels",unit=""} 2
chip_impl_metric{name="multiInputGateArea",unit="µm²"} 3890
chip_impl_metric{name="via_count",unit=""} 5336
chip_impl_metric{name="largest_net_degree_at_the_start_of_global_routing",unit=""} 27
chip_impl_metric{name="dp_hpwl",unit="µm"} 11400
chip_impl_metric{name="largest_voltage_drop_on_the_vdd_net",unit="V"} 0.0000432
chip_impl_metric{name="floorplanUtilization",unit="%"} 52.1
chip_impl_metric{name="pwr_density_cell",unit="nW/µm²"} 52.8
chip_impl_info{name="critical_path_class",value="reg -> out"} 1
chip_impl_metric{name="ioPinCount",unit=""} 172
chip_impl_metric{name="floorplan_die_height",unit="µm"} 106
chip_impl_metric{name="grt_pass1_vias",unit=""} 4952
chip_impl_metric{name="cp_max_fo",unit=""} 5
chip_impl_metric{name="cts.repair.resized",unit=""} 0
chip_impl_info{name="setup_repair_after_global_routing_missed_its_margin",value="false"} 1
chip_impl_metric{name="grt_antenna_before_repair",unit=""} 0
chip_impl_info{name="worst_hold_path_type",value="reg -> reg"} 1
chip_impl_info{name="yosys_most_used_dff",value="edfxtp_1"} 1
chip_impl_metric{name="post_synth_instance_area",unit="µm²"} 5430
chip_impl_metric{name="ys.warnings.count",unit=""} 41
chip_impl_metric{name="numClockSinks",unit=""} 34
chip_impl_metric{name="grt_use_total",unit="%"} 29.5
chip_impl_metric{name="hold_viol_final",unit=""} 0
chip_impl_metric{name="fp.dieArea",unit="µm²"} 11300
chip_impl_metric{name="placement.setup.worst_slack",unit="ns"} 0.574
chip_impl_metric{name="yosysCellCount",unit=""} 689
chip_impl_info{name="clk_root_buffer_cell",value="clkbuf_8"} 1
chip_impl_metric{name="dp_cells",unit=""} 886
chip_impl_metric{name="globalplace.congestion",unit=""} 0.967
chip_impl_info{name="hold_path_sink",value="br0.register[31][2]"} 1
chip_impl_metric{name="port-buffer-count",unit=""} 76
chip_impl_metric{name="cts.clk_slew.worst_paths",unit="ns"} 0.04
chip_impl_metric{name="post_synth_inst_count",unit=""} 689
chip_impl_metric{name="timing.hold.worst_path_depth",unit=""} 2
chip_impl_metric{name="post_synth_num_cell_types",unit=""} 73
chip_impl_metric{name="drt_iter0_markers",unit=""} 268
chip_impl_metric{name="reg2reg_slack",unit="ns"} 12.59
chip_impl_metric{name="grt_pass1_wl",unit="µm"} 25300
chip_impl_metric{name="enable_flop_cells",unit=""} 34
chip_impl_metric{name="report.final.slew_viol_count",unit=""} 0
chip_impl_metric{name="cts_hold_repair.buffers",unit=""} 0
chip_impl_metric{name="synth_flop_count",unit=""} 34
chip_impl_metric{name="routed_wl",unit="µm"} 15900
chip_impl_metric{name="setup_violations",unit=""} 0
chip_impl_metric{name="ant_nets",unit=""} 0
chip_impl_metric{name="final_layout_size_suffix_gt1_share",unit="%"} 6.32
chip_impl_metric{name="clock-skew-final",unit="ns"} 0.0211
chip_impl_metric{name="post_cts_repair_timing_setup_buffer_count",unit=""} 0
chip_impl_info{name="worst_hold_startpoint",value="md0.mem_d[5][2]"} 1
chip_impl_metric{name="finalCoreUtilization",unit="%"} 61.0
chip_impl_metric{name="drtPass1Iterations",unit=""} 5
chip_impl_metric{name="data_arrival_time_of_the_critical_path",unit="ns"} 12.35
chip_impl_metric{name="grtUsageMet1",unit="%"} 43.2
chip_impl_metric{name="remaining_routing_drc_violations",unit=""} 0
chip_impl_info{name="largest_area_cell",value="edfxtp_1"} 1
chip_impl_info{name="critical_path.reg2reg.startpoint",value="br0.register[31][0]"} 1
-- stage by stage --
| stage | power [mW] | instance area (µm²) |
|---|---|---|
| final | 0.336 | 6360 |
| after global routing | 0.366 | 6360 |
| after CTS | 0.342 | 6360 |
| after detailed placement | 0.249 | 6150 |
| after global placement | 0.248 | 6150 |
| after floorplan | 0.208 | 5660 |
-- layout by cell type (no fill, tap or decap), types with 10 or more instances in the layout --
cell / instances
inv_1: 69
buf_4: 22
conb_1: 64
o21ai_0: 40
a21oi_1: 29
nand3_1: 16
nand2_1: 74
edfxtp_1: 34
nand4_1: 10
and2_1: 20
nor2_1: 42
o221ai_1: 18
clkdlybuf4s50_1: 76
nor3_1: 15
a211oi_1: 15
xnor2_1: 23
ha_1: 70
-- area by class of cell --
cell class	instances	share of cell area, %
multi-input combinational	581	61.2
inverter	36	2.13
timing repair buffer	98	14.6
clock inverter	37	2.24
sequential	34	16.1
clock buffer	5	1.08
tap	136	2.68
-- layer usage --
| layer | routed length [µm] | part of all wire [%] | vias up |
|---|---|---|---|
| met2 | 7100 | 45 | 243 |
| met1 | 7130 | 45 | 2452 |
| met4 | 392 | 2.5 | 0 |
| li1 | - | - | 2611 |
| met5 | 0 | 0 | - |
| met3 | 1300 | 8.1 | 30 |
-- Yosys cell counts, types with 4 or more instances --
cell       number
a2111oi_0       9
o21a_1          5
nand2_1        74
xnor2_1        23
nor4_1          7
nor3_1         15
clkbuf_1       29
nor2_1         42
o221ai_1       18
o31ai_1         5
o21ai_0        40
o211ai_1        6
a31oi_1         7
buf_1           4
and3_1          9
and2_1         20
nand4_1        10
a21o_1          9
or3_1           4
ha_1           70
nand2b_1        7
buf_4          62
mux2i_1         4
a41oi_1         4
a21oi_1        29
o22ai_1         7
edfxtp_1       34
a211oi_1       15
o2111ai_1       5
xor2_1          7
inv_1          36
nand3_1        16
-- flip-flops by register name (all words and copies together) (netlist names) --
name / cells
br0.register: 32
md0.mem_d: 2
-- power breakdown --
part           switching, mW  internal (mW)
clock                 0.0595         0.0399
sequential           0.00999          0.104
combinational         0.0637         0.0588
-- worst max path at each step --
stage / start / endpoint / slack (ns) / depth (start not counted)
4_1_cts: br0.register[31][0] / outr1[30] / 0.74 / 13
5_1_grt: br0.register[31][0] / outr1[30] / 0.46 / 13
6_report: br0.register[31][0] / outr1[30] / 0.69 / 13
-- worst max-delay path, cell delays in order, from the launching register on --
cell,delay (ns)
edfxtp_1,0.43
inv_1,0.10
ha_1,0.17
inv_1,0.05
fa_1,0.40
a21oi_1,0.19
o211ai_1,0.24
a211oi_2,0.33
nor3_1,0.16
or4_1,0.53
a211oi_1,0.43
mux2i_1,0.30
nand2_1,0.09
clkdlybuf4s50_1,0.42
-- kinds of logic after synthesis --
| logic type | count (synthesis) | share of synthesized area [%] |
|---|---|---|
| xor gates and xnor gates | 30 | 4.84 |
| AOI/OAI and AO/OA | 188 | 24.0 |
| and+or+nand+nor | 222 | 20.6 |
| buffers and inverters | 136 | 13.9 |
| DFF | 34 | 18.8 |
| muxes | 6 | 1.15 |
| adders and majority gates | 71 | 16.5 |
| other | 2 | 0.138 |
Power is estimated from default activity; no workload was simulated.
