==> design.v <==
module mux4b32(
	input[31:0] in0,
	input[31:0] in1,
	input[31:0]	in2,
	input[31:0] in3,
	input c0, c1,
	output[31:0] out
);
	assign out = (!c1)? ((!c0)? in0 :in1) :  ((!c0)? in2 :in3);
endmodule
==> run.sh <==
#!/bin/bash
# OpenROAD 26Q1-2900-gdf79404cd8, Yosys 0.63+post, stock flow scripts
make -C /OpenROAD-flow-scripts/flow DESIGN_CONFIG=/design/flow/config.mk WORK_HOME=/design/flow/orfs finish
==> config.mk <==
export PLATFORM = sky130hd
export DESIGN_NAME = mux4b32
export DESIGN_NICKNAME = mux4b32
export VERILOG_FILES = /design/flow/design.v
export SDC_FILE = /design/flow/constraint.sdc
export NUM_CORES = 4
export LEC_CHECK = 1
export CORE_AREA = 10 10 84 84
export DIE_AREA = 0 0 94 94
==> constraint.sdc <==
current_design mux4b32

set clk_period 1.0
set clk_io_pct 0.2

create_clock -name clk0 -period $clk_period

set non_clock_inputs [all_inputs -no_clocks]
set_input_delay [expr $clk_period * $clk_io_pct] -clock clk0 $non_clock_inputs
set_output_delay [expr $clk_period * $clk_io_pct] -clock clk0 [all_outputs]
==> flow_results.org <==
#+TITLE: Physical design notes

** Run status
- Result of the run :: finished, violations left
- Violations in the final reports :: setup timing

** Critical path
- The worst setup path is launched from an input pin.
- Type of the worst setup path :: in2out
- CP required :: 0.80 ns
- Crit-path max cell delay :: 0.50 ns
- Count of buffer and inverter cells on the critical path :: 3
- Cell with the largest stage delay on the worst path :: sky130_fd_sc_hd__mux4_2
- Critical Path Fanout Max :: 7
- On the critical path the largest part of the delay comes from multiplexers.
- CP Cell Sequence :: buf_16 > buf_12 > mux4_2 > buf_2
- The worst setup path is captured at a primary output.
- Data on the critical path arrives at its endpoint at 1.11 ns.
- Total stage count of the critical path :: 4
- The most critical setup path has its startpoint at c0.

** Logic synthesis
- The stat command in Yosys gives a chip area of 815 um^2.
- Synth warn :: 0
- The synthesized netlist contains 5 unique library cells.
- Cell taking the most area after synthesis :: sky130_fd_sc_hd__mux4_2
- Synthesized instance count :: 39
- Summing every instance area after synthesis gives 815 um^2.
- Sorting the synthesized cells by how often they occur yields sky130_fd_sc_hd__mux4_2 (30), sky130_fd_sc_hd__buf_12 (3), sky130_fd_sc_hd__buf_2 (3).
- Avg Synthesized Cell Area :: 20.9 um^2
- Sequential-to-total area share from yosys stat :: 0%
- Fraction of synthesized cell area taken by the top area cell type :: 82.9%
- Top cell type by instance count after synthesis :: sky130_fd_sc_hd__mux4_2
- For reference, the top cells by area after synthesis are sky130_fd_sc_hd__mux4_2 (83%), sky130_fd_sc_hd__buf_12 (7.4%), sky130_fd_sc_hd__mux4_1 (6.5%).
- After synthesis, the design contains 39 cells according to Yosys.

** Drt
- The script logs the mean routed wire length per placed instance as 23.4 um.
- First-pass detailed-route iteration total :: 4
- DR vias :: 1191
- Initial drt markers :: 23
- In this run the remaining antenna-violating nets after routing total 0.
- Wire length reported by the detailed router :: 6.48 mm
- After detailed routing, the number of remaining DRC violations is 0.
- Vias per cell :: 4.30

** Pwr
- Worst voltage drop across the vdd grid :: 0.204 mV
- In the power breakdown, the internal column shows 634 uW.
- Pleak :: 1.12 nW
- For this design the total switching power over the nets is 227 uW.
- Net switching is 26.3% of the power.
- The power report attributes to the clock group a share of 0%.
- Flop pwr share :: 0%
- Overall power consumption after layout is estimated at 861 uW.
- Combinational cell fraction of total power :: 100.0%
- In this run the power density over the cells is 367 mW/mm^2.

** Die
- Measured along the y axis, the die boundary spans 94 um.
- Row generation in the floorplan step produced 26 rows.
- The floorplan report gives the top-level pin count as 162.
- Before placement the cells fill 15.6% of the core.
- From left edge to right edge, the die measures 94 um.
- Die footprint :: 0.00884 mm^2
- Floorplan core area :: 0.00520 mm^2

** Final timing
- Period utilisation layout :: 131%
- Smallest hold slack :: 0.884 ns
- After layout, the worst setup slack is -0.312 ns.
- Final Setup Violations :: 32
- Highest clock frequency the design can meet :: 762 MHz
- The slew check shows that the tightest pin keeps a relative margin of 89.7%.
- The transition time recorded at the tightest slew-check pin is 0.156 ns.
- Per the final report, max-transition violations number 0.
- Minimum clock period after layout :: 1.31 ns
- Unrepaired setup endpoints after global routing :: yes
- Endpoints failing hold in the final report were tallied at 0.

** Placed design
- Before CTS, the worst setup slack after placement is -0.904 ns.
- Once detailed placement completed, the half-perimeter wirelength came to 5.73 mm.
- The detailed placer reported the number of placed instances as 268.
- As logged by OpenROAD, the buffers inserted on ports number 162.
- Per the gpl log, the routability congestion estimate is 0.875.
- The placed instances occupy a cell area of 0.00249 mm^2.

** Hold path
- Type of the most critical hold path :: in2out
- In this run the most critical hold path is launched from in0[4].
- Hold-critical path depth :: 3

** Final layout
- Area growth syn-to-layout :: 188%
- Sequential cells placed in the final layout were counted as 0.
- Layout cell share with drive strength beyond 1 :: 36.9%
- Final Non-Filler Cells :: 277
- Clock buffer count :: 0
- Sequential cell area :: 0 um^2
- Final non-filler cell area :: 0.00235 mm^2

** Global route
- Largest net degree at the start of global routing :: 17
- The via count of the first global-routing pass was 1401.
- Total global-route track usage over all layers is 14.2%.
- The initial antenna violation count was 4.
- The global route stage reports its total congestion overflow as 0.
- The first global-routing pass estimated 9.19 mm of wire.

** Flow run
- Max-cap violations in this run came to 0.
- OpenROAD warnings :: 35

** Clock tree
- Buffers inserted to repair hold after CTS numbered 0.
-- cell type report --
type	instances	area (um^2)
multi-input combinational	32	721
tap	70	87.6
antenna	4	10.0
fill	540	2860
timing repair buffer	171	1530
-- kinds of logic (layout without fill, tap and decap cells) --
| group | after synthesis | in the layout | synth area share, % |
|---|---|---|---|
| buf+inv | 7 | 171 | 10.6 |
| other cells | 0 | 4 | 0 |
| mux | 32 | 32 | 89.4 |
-- routing by layer --
layer | vias to the layer above | GRT usage, % | share of wire, %
met5 | - | 0 | 0
met4 | 0 | 1.90 | 0.43
met3 | 2 | 4.12 | 8.3
met2 | 64 | 25.2 | 57
met1 | 582 | 16.9 | 34
li1 | 543 | - | -
-- timing repair --
item / in CTS / in global routing
pin swaps: 0 / 0
buffers inserted: 1 / 0
setup endpoints to repair: 32 / 32
gates resized: 256 / 0
endpoints found under the hold margin: 0 / 0
cloned: 4 / 0
-- layout by cell type, fill, tap and decap left out, drive strengths merged --
cell type	n
buf	43
diode	4
dlygate4sd2	128
mux4	32
-- worst paths after layout --
kind,endpoint
worst min-delay path,out[4]
worst max-delay path,out[6]
-- per-stage QoR --
stage / util [%] / TNS, ns
after global placement: 47.8 / -28.22
after CTS: 44.9 / -9.45
after global routing: 45.0 / -10.30
final: 45.1 / -9.20
after detailed placement: 47.8 / -28.30
after floorplan: - / -2.75
-- power by group through the flow --
stage | combinational (mW) | sequential [mW] | clock, mW
4_1_cts | 0.880 | 0 | 0
5_1_grt | 0.931 | 0 | 0.000000401
6_report | 0.861 | 0 | 0.000000535
No activity file was given, so power comes from the tool's default toggle rates.
