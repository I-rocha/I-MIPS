**/design/flow/config.mk**
```make
export PLATFORM = sky130hd
export DESIGN_NAME = adder
export DESIGN_NICKNAME = adder
export VERILOG_FILES = /design/flow/design.v
export SDC_FILE = /design/flow/constraint.sdc
export NUM_CORES = 4
export LEC_CHECK = 1
export CORE_AREA = 10 10 85 85
export DIE_AREA = 0 0 95 95
```
**/design/flow/constraint.sdc**
```tcl
current_design adder

set clk_period 14.5
set clk_io_pct 0.2

create_clock -name clk0 -period $clk_period

set non_clock_inputs [all_inputs -no_clocks]
set_input_delay [expr $clk_period * $clk_io_pct] -clock clk0 $non_clock_inputs
set_output_delay [expr $clk_period * $clk_io_pct] -clock clk0 [all_outputs]
```
**/design/flow/design.v**
```verilog
module adder(
	input [31:0] in1,
	input [31:0] in2,
	output[31:0] out
	);
	assign out = (in1 + in2);
endmodule
```
**/design/flow/run.sh**
```bash
#!/bin/bash
# OpenROAD 26Q1-2900-gdf79404cd8, Yosys 0.63+post, stock flow scripts
make -C /OpenROAD-flow-scripts/flow DESIGN_CONFIG=/design/flow/config.mk WORK_HOME=/design/flow/orfs finish
```
==> job_summary.md <==
### Flow metrics

| Metric | Value |
|---|---|
| Fin util | `0.503` |
| Fp util | `0.319` |
| Registers | `0` |
| Max Cap Viol | `0` |
| Cell leakage power | `1.18 nW` |
| Port Buffers | `96` |
| Crit end category | `primary output` |
| Hold Buf Count CTS | `0` |
| CP max FO | `4` |
| Ys cells | `241` |
| Fin. Hold Viols | `0` |
| I/O pin total | `96` |
| Clock buffer count | `0` |
| Setup TNS Final | `0 ps` |
| Chip area | `9030 µm²` |
| Vias in the first global route | `2030` |
| Placer Congestion | `0.925` |
| Setup Buffers After CTS | `0` |
| Die Y | `95 µm` |
| Tool warning count | `32` |
| RSZ-0062 raised after global routing | `no` |
| Mapped Avg Cell Area | `7.24 µm²` |
| Gr usage total | `0.123` |
| Core Footprint | `5470 µm²` |
| Initial antenna violation count | `0` |
| DR vias | `2051` |
| Clock Power Share | `0` |
| Remaining DRCs | `0` |
| Flop area | `0 µm²` |
| Switching part of the total | `0.395` |
| DR WL/cell | `14.5 µm` |
| Setup violations, final | `0` |
| Post-DP HPWL | `5.11 mm` |
| F_max | `115 MHz` |
| Sequential share of power | `0` |
| Syn Inst Count | `241` |
| Worst-Margin Slew | `540 ps` |
| DR vias/cell | `5.15` |
| Layout area overhead | `57.7%` |
| Share of cells above drive strength 1 | `0.0307` |
| Setup crit start kind | `input port` |
| Routed WL | `5.77 mm` |
| Grt ovf | `0` |
| Comb power frac | `1.000` |
| Int Pwr | `0.0802 mW` |
| Slew Viols, Final | `0` |
| Antenna Cells | `0` |
| Worst Path Required | `11600 ps` |
| First-pass GRT wire length | `9.47 mm` |
| Site row count | `27` |
| Type of the tightest min-delay check | `input port to primary output` |
| Post-synth seq share | `0` |
| Netlist cell types | `50` |
| Final ANT Viol Nets | `0` |
| Initial DRC count | `35` |
| Post-synthesis cell area | `1740 µm²` |
| Slew Limit Headroom | `0.631` |
| Max VDD drop | `0.0000192 V` |
| Setup CP Type | `input port to primary output` |
| Pwr Density | `48.2 nW/µm²` |
| Fin crit period | `8720 ps` |
| P_sw | `0.0524 mW` |
| Pre-Repair DR Iteration Count | `4` |
| Fin crit share | `0.602` |
| Post-CTS sizing | `0` |
| Largest net degree at the start of global routing | `11` |
| Critical Path AT | `5820 ps` |
| Yosys stat chip area | `1740 µm²` |
| Status | `completed` |
| Die x size | `95 µm` |
| Synth warnings | `0` |
cell type report:
class | instances | area (µm²)
Multi-Input combinational cell | 224 | 1680
Fill cell | 565 | 2720
Tap cell | 72 | 90.1
Timing Repair Buffer | 96 | 961
Inverter | 6 | 22.5
cell families after synthesis:
kind of cell / synth area share
adders and majority gates: 0.234
and+or+nand+nor: 0.183
xor gates and xnor gates: 0.141
buffers and inverters: 0.0380
AOI/OAI and AO/OA: 0.393
muxes: 0.0115
Yosys cell counts, types with 4 or more instances:
cell type	n	area [µm²]
clkbuf_1	8	30.0
inv_1	6	22.5
nand3_1	10	50.1
xnor2_1	13	114
o21bai_1	4	30.0
a21o_1	19	143
nor2_1	12	45.0
nor3_1	4	20.0
ha_1	31	388
o21ai_0	13	65.1
a21oi_1	29	145
nand4_1	8	50.1
xor2_1	15	131
nand2_1	18	67.6
power groups by stage:
stage	Clock [mW]	Sequential [mW]	Combinational, mW
6_report	0	0	0.133
4_1_cts	0	0	0.135
5_1_grt	0	0	0.148
path summary, 6_finish.rpt:
kind                  end  startpoint  slack (ps)  cells after the start
setup / recovery  out[26]      in1[0]        5780                     11
hold / removal     out[0]      in2[0]        6830                      3
routing by layer:
layer  track usage  part of all wire  vias up
li1              -                 -     1098
met4             0                 0        0
met3        0.0264             0.078        0
met2         0.210              0.45       53
met1         0.166              0.48      900
met5             0                 0        -
layout by cell type, fill, tap and decap left out, drive strengths merged, types with 2 or more instances in the layout:
cell type	netlist	final
o21ai	15	15
nand3	10	10
nand4	8	8
ha	31	31
o21bai	5	5
o311ai	2	2
xor2	15	15
a21o	19	19
a21oi	29	29
or2	3	3
clkdlybuf4s50	0	96
nand2	18	18
a31oi	3	3
inv	6	6
nor3	4	4
nor2	12	12
a311oi	3	3
o21a	2	2
a211oi	3	3
nand2b	2	2
o211ai	3	3
xnor2	13	13
mux2i	2	2
o221ai	2	2
critical path, stage by stage:
cell	delay [ps]
clkdlybuf4s50_1	400
ha_1	240
fa_1	400
a21o_1	220
a31o_2	280
nand3_1	90
o221ai_1	230
a311oi_1	330
o21bai_1	100
xor2_1	130
clkdlybuf4s50_1	500
through the flow:
step | power, mW | cells | hold slack (ps) | setup slack (ps) | cell area, µm²
floorplan | 0.0641 | 241 | 5870 | 6870 | 1740
global placement | 0.134 | 398 | 6840 | 5790 | 2750
detailed placement | 0.134 | 398 | 6850 | 5770 | 2750
CTS | 0.135 | 398 | 6840 | 5760 | 2750
global route | 0.148 | 398 | 6870 | 5530 | 2750
finish | 0.133 | 398 | 6830 | 5780 | 2750
Power is estimated from default activity; no workload was simulated.
